## flow/constraint.sdc

```tcl
current_design top_elevador

set clk_period 6.5
set clk_io_pct 0.2

create_clock -name clk0 -period $clk_period [get_ports {CLOCK_50}]

set non_clock_inputs [all_inputs -no_clocks]
set_input_delay [expr $clk_period * $clk_io_pct] -clock clk0 $non_clock_inputs
set_output_delay [expr $clk_period * $clk_io_pct] -clock clk0 [all_outputs]
```

## flow/run.sh

```bash
#!/bin/bash
# OpenROAD 26Q1-2900-gdf79404cd8, Yosys 0.63+post, stock flow scripts
make -C /OpenROAD-flow-scripts/flow DESIGN_CONFIG=/design/flow/config.mk WORK_HOME=/design/flow/orfs finish
```

## flow/design.v

```verilog
module clock_divider #(parameter DIVISOR = 25_000_000)(
    input clk_in,
    input reset,
    output reg clk_out
);
    reg [31:0] count;
    always @(posedge clk_in or posedge reset) begin
        if (reset) begin
            count <= 0;
            clk_out <= 0;
        end else begin
            if (count == DIVISOR-1) begin
                count <= 0;
                clk_out <= ~clk_out;
            end else
                count <= count + 1;
        end
    end
endmodule
module elevador (
    input clk,
    input reset,
    input [4:0] req,              
    input person_enter,           
    input person_exit,            
    output reg motor_up,
    output reg motor_down,
    output [2:0] andar_atual,
    output [2:0] andar_requisitado,
    output reg [3:0] num_people   
);
    parameter IDLE        = 2'b00;
    parameter MOVING_UP   = 2'b01;
    parameter MOVING_DOWN = 2'b10;
    reg [1:0] state, next_state;
    reg [2:0] target_floor;
    reg [2:0] current_floor_reg;
    assign andar_atual = current_floor_reg;
    assign andar_requisitado = target_floor;
    always @(*) begin
        target_floor = current_floor_reg; 
        if (req[0]) target_floor = 3'd0;
        else if (req[1]) target_floor = 3'd1;
        else if (req[2]) target_floor = 3'd2;
        else if (req[3]) target_floor = 3'd3;
        else if (req[4]) target_floor = 3'd4;
    end
    always @(posedge clk or posedge reset) begin
        if (reset) begin
            state <= IDLE;
            current_floor_reg <= 3'd0;  
        end else begin
            state <= next_state;
            if (next_state == MOVING_UP) begin
                current_floor_reg <= current_floor_reg + 1;
            end else if (next_state == MOVING_DOWN) begin
                current_floor_reg <= current_floor_reg - 1;
            end
        end
    end
    always @(*) begin
        next_state = state;
        motor_up   = 0;
        motor_down = 0;
        case (state)
            IDLE: begin
                if (req != 5'b00000) begin
                    if (target_floor > current_floor_reg)
                        next_state = MOVING_UP;
                    else if (target_floor < current_floor_reg)
                        next_state = MOVING_DOWN;
                    else  
                        next_state = IDLE;
                end
            end
            MOVING_UP: begin
                motor_up = 1;
                if (current_floor_reg == target_floor)
                    next_state = IDLE;
            end
            MOVING_DOWN: begin
                motor_down = 1;
                if (current_floor_reg == target_floor)
                    next_state = IDLE;
            end
            default: next_state = IDLE;
        endcase
    end
    always @(posedge clk or posedge reset) begin
        if (reset)
            num_people <= 4'd0;
        else begin
            if (person_enter && num_people < 4'd15)
                num_people <= num_people + 1;
            else if (person_exit && num_people > 4'd0)
                num_people <= num_people - 1;
        end
    end
endmodule
module hex7seg (
    input [3:0] num,
    output reg [6:0] seg
);
    always @(*) begin
        case (num)
            4'h0: seg = 7'b1000000;
            4'h1: seg = 7'b1111001;
            4'h2: seg = 7'b0100100;
            4'h3: seg = 7'b0110000;
            4'h4: seg = 7'b0011001;
            4'h5: seg = 7'b0010010;
            4'h6: seg = 7'b0000010;
            4'h7: seg = 7'b1111000;
            4'h8: seg = 7'b0000000;
            4'h9: seg = 7'b0010000;
            4'hA: seg = 7'b0001000;
            4'hB: seg = 7'b0000011;
            4'hC: seg = 7'b1000110;
            4'hD: seg = 7'b0100001;
            4'hE: seg = 7'b0000110;
            4'hF: seg = 7'b0001110;
            default: seg = 7'b1111111;
        endcase
    end
endmodule
module top_elevador (
    input CLOCK_50,               
    input [3:0] KEY,              
    input [9:0] SW,               
    output [9:0] LEDR,            
    output [7:0] LEDG,            
    output [6:0] HEX0             
);
    wire reset = ~KEY[0];       
    wire clk_slow;
    wire [4:0] req;                  
    wire person_enter, person_exit;
    wire motor_up, motor_down;
    wire [2:0] andar_atual, andar_requisitado;
    wire [3:0] num_people;
    assign person_enter = SW[8];     
    assign person_exit  = SW[9];     
    assign req = SW[4:0];            
    clock_divider #( .DIVISOR(25_000_000) ) div1Hz (
        .clk_in(CLOCK_50),
        .reset(reset),
        .clk_out(clk_slow)
    );
    elevador dut (
        .clk(clk_slow),
        .reset(reset),
        .req(req),
        .person_enter(person_enter),
        .person_exit(person_exit),
        .motor_up(motor_up),
        .motor_down(motor_down),
        .andar_atual(andar_atual),
        .andar_requisitado(andar_requisitado),
        .num_people(num_people)
    );
    assign LEDR[4:0] = (1 << andar_requisitado); 
    assign LEDG[4:0] = (1 << andar_atual);       
    assign LEDR[9:5] = 5'b0;                      
    assign LEDG[7:5] = 3'b0;
    hex7seg display_num_pessoas (
        .num(num_people),
        .seg(HEX0)
    );
endmodule
```

## flow/config.mk

```make
export PLATFORM = sky130hd
export DESIGN_NAME = top_elevador
export DESIGN_NICKNAME = top_elevador
export VERILOG_FILES = /design/flow/design.v
export SDC_FILE = /design/flow/constraint.sdc
export NUM_CORES = 4
export LEC_CHECK = 1
export CORE_UTILIZATION = 50
```

==> flow_metrics.tcl <==
# flow metrics
set metrics [dict create \
    largest_register_ff_count 32 \
    largest_area_cell "dfrtp_1" \
    setup_viol_count_final 0 \
    post_synth_inst_count 294 \
    clkSlewWorstSetupHoldPaths_ns 0.07 \
    timing_hold_violations_final 0 \
    detail_route.wirelength.met1_mm 2.51 \
    largest-register "div1Hz.count" \
    timing.setup.critical_path_class "primary input to output pin" \
    number_of_openroad_warnings 37 \
    timing.critical_path.cells "clkdlybuf4s50_1 > or2_2 > a21oi_1 > nand2_1 > nor2_1 > clkdlybuf4s50_1" \
    drc 0 \
    die_area_um2 5840 \
    min-delay-start "div1Hz.count[4]" \
    postCtsSetupRepairBufs 0 \
    synth_flop_count 43 \
    outcome "finished, final reports clean" \
    endpoint_kind "output pin" \
    timing.critical_path.mode_cell "clkdlybuf4s50_1" \
    area.combinational_um2 1570 \
    wl_per_cell_um 13.3 \
    dp_hpwl_mm 3.83 \
    fp-row-count 26 \
    flop_cell "dfrtp_1" \
    post-route-period-util_pct 68.1 \
    p_leak_nw 1.40 \
    worst_ep_arrival_time_ns 3.13 \
    untimed_endpoints 22 \
    vias_per_cell 5.46 \
    grt_overflow 0 \
    gpl_wtd_cong 0.914 \
    antenna_cells_inserted 0 \
    ioPinCount 40 \
    crit_path_start_kind "primary input" \
    vdd_drop_max_v 0.000154 \
    unclocked_regs 10 \
    timing.critical_path.fanout_max 5 \
    timing.critical_path.slowest_cell_delay_ns 0.46 \
    fin_skew_ns 0.00523 \
    detailed_route_wl_mm 5.16 \
    grt_setup_unrepaired "false" \
    slew_headroom_pct 62.4 \
    synth_seq_share_pct 38.9 \
    timing.max_cap.violations 0 \
    sequential_cell_area_um2 1080 \
    io_buffers 25 \
    grt_start_max_net_pins 44 \
    fp.dieH_um 76.5 \
    synthesis.area_per_instance_um2 9.43 \
    final.fill_count 448 \
    synth-edff-count 0 \
    clock_path_buffers 2 \
    timing.setup.tns_ns 0 \
    worst-endpoint-required_ns 5.20 \
    detail-route-antenna-nets 0 \
    antenna_violations_before_repair 0 \
    grt_usage_pct 20.1 \
    dr_wl_met2_mm 2.46 \
    die_width_um 76.5 \
    yosys.area.top_type_share_pct 37.9 \
    critical_path.slowest_cell "clkdlybuf4s50_1" \
    cellPowerDensity_nw_per_um2 144 \
    insertion_delay_ns 0.28 \
    synthToLayoutAreaGrowth_pct 14.5 \
    h_tree_level_count 2 \
    netlist_area_um2 2770 \
    layout_utilization_pct 60.6 \
    cts-resized-gates 0 \
    startpoint "SW[1]" \
    clockRootBuffer "clkbuf_8" \
    dr_wl_met3_um 138 \
    cts_tree "yes" \
    min_path_type "flip-flop to flip-flop" \
    cts-hold-fix-buffers 0 \
    fp.coreArea_um2 5240 \
    r2r_start "div1Hz.count[2]" \
    async_flop_share_pct 100 \
    initCoreUtil_pct 52.9 \
    largest_registers "div1Hz.count: 32 flops, dut.num_people: 4 flops" \
    drt_iter0_drc 64 \
    max_freq_mhz 226 \
    top_layer_used_by_detailed_routing "met4" \
    global_route_wire_length_before_repair_mm 9.34 \
    grt_pass1_vias 2046 \
    ys_cells 294 \
    finalWorstPathRequiredPeriod_ns 4.43 \
    pre_repair_dr_iteration_count 4 \
    yosysChipArea_um2 2770 \
    routed-via-count 2117 \
    tightest_slew_ns 0.563 \
    netlist-cell-type-count 59 \
    final_hold_slack_ns 0.470 \
    yosysWarningCount 3 \
    timing_max_transition_violations_final 0 \
    synth.area.top_cells "dfrtp_1 38%, ha_1 5.4%, xnor2_1 5.4%" \
    final_layout_size_suffix_gt1_share_pct 9.43 \
    tritoncts.num_buffers 5 \
]
[Yosys cell counts, types with 6 or more instances]
library cell and number:
a21oi_1 14, and3_1 7, buf_4 8, dfrtp_1 42
ha_1 12, inv_1 15, mux2i_1 6, nand2_1 22
nand3_1 14, nand4_1 10, nor2_1 21, nor3_1 12
xnor2_1 17, xor2_1 11
[final timing paths]
check                                   end  slack, ns  cells after the start
min in group asynchronous    div1Hz.clk_out       1.08                      2
min                         div1Hz.count[4]       0.47                      1
max in group asynchronous  div1Hz.count[14]       5.02                      2
max reg2reg                div1Hz.count[22]       4.37                      5
max                                 LEDR[3]       2.07                      6
min reg2reg                 div1Hz.count[4]       0.47                      1
[cells in the final DEF (no fill, tap or decap), types with 6 or more instances in the layout]
master           count
nand4_1             10
nor3_1              12
dfrtp_1             42
nand2_1             22
conb_1               8
mux2i_1              6
xor2_1              11
a21oi_1             14
nor2_1              21
and3_1               7
clkdlybuf4s50_1     24
xnor2_1             17
nand3_1             14
inv_1               15
ha_1                12
[metrics by stage]
stage / area, um2 / instances / setup slack, ns / power [mW]
after global routing: 3170 / 388 / 1.92 / 0.478
after floorplan: 2800 / 301 / 3.14 / 0.223
after CTS: 3170 / 388 / 2.05 / 0.463
after global placement: 3040 / 380 / 2.06 / 0.236
final: 3170 / 388 / 2.07 / 0.458
after detailed placement: 3040 / 380 / 2.06 / 0.236
[area by class of cell]
| class | count | share of cell area, % |
|---|---|---|
| multi-input combinational | 226 | 49.3 |
| clock buffer | 5 | 2.17 |
| timing repair buffer | 26 | 7.97 |
| tap | 70 | 2.76 |
| clock inverter | 3 | 2.05 |
| inverter | 15 | 1.77 |
| sequential | 43 | 34.0 |
[critical path: cells and delay by family]
kind                   cells  cell delay [ns]
AOI/OAI and AO/OA          1             0.34
buffers and inverters      2             0.90
and+or+nand+nor            3             0.59
[per-layer routing]
| layer | up-vias | track usage (%) |
|---|---|---|
| li1 | 1075 | - |
| met1 | 1003 | 30.2 |
| met2 | 35 | 33.2 |
| met3 | 4 | 2.43 |
| met4 | 0 | 3.27 |
| met5 | - | 0 |
[cell families (layout without fill, tap and decap cells)]
| kind of cell | count (synthesis) | after routing | share of synthesized area [%] |
|---|---|---|---|
| adder cells (fa/ha/maj) | 14 | 14 | 6.86 |
| multiplexers | 12 | 12 | 5.01 |
| AND-OR/OR-AND | 38 | 38 | 9.03 |
| XOR/XNOR | 28 | 28 | 8.85 |
| other | 1 | 8 | 0.135 |
| buffers and inverters | 32 | 49 | 5.60 |
| flip-flops | 43 | 43 | 38.9 |
| AND/OR/NAND/NOR | 126 | 126 | 25.6 |
[power breakdown]
group / total, mW / switching, mW / internal (mW)
registers: 0.205 / 0 / 0.205
logic: 0.0264 / 0.0138 / 0.0127
clock network: 0.226 / 0.0740 / 0.152
total: 0.458 / 0.0877 / 0.370
Power and IR drop assume default switching activity.
